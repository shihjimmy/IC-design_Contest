### flow/run.sh
#!/bin/bash
# OpenROAD 26Q1-2900-gdf79404cd8, Yosys 0.63+post, stock flow scripts
make -C /OpenROAD-flow-scripts/flow DESIGN_CONFIG=/design/flow/config.mk WORK_HOME=/design/flow/orfs finish
### flow/design.v
`timescale 1ns/10ps
module CONV(
	input		clk,
	input		reset,
	output		busy,	
	input		ready,	
	output		[11:0] iaddr,
	input		[19:0] idata,	
	output	 	cwr,
	output	 	[11:0] caddr_wr,
	output	 	[19:0] cdata_wr,
	output	 	crd,
	output	 	[11:0] caddr_rd,
	input	 	[19:0] cdata_rd,
	output	 	[2:0] csel
);
	localparam S_IDLE  = 0;
	localparam S_PREP  = 1;
	localparam S_LOAD  = 2;   
	localparam S_MULT  = 3;   
	localparam S_ADD   = 4;
	localparam S_OUT   = 5;
	localparam S_PREP2 = 6;
	localparam S_LOAD2 = 7;   
	localparam S_MULT2 = 8;
	localparam S_ADD2  = 9;
	localparam S_OUT2  = 10;
	localparam S_PREP3 = 11;
	localparam S_LOAD3 = 12;
	localparam S_MAX   = 13;
	localparam S_OUT3  = 14;
	localparam S_PREP4 = 15;
	localparam S_LOAD4 = 16;
	localparam S_MAX2  = 17;
	localparam S_OUT4  = 18;
	localparam S_PREP5 = 19;
	localparam S_FLAT  = 20;
	localparam S_PREP6 = 21;
	localparam S_FLAT2 = 22;
	localparam S_FINISH= 23;
	localparam S_WAIT  = 24;
	localparam KERNEL0_0 = 20'h0A89E;
	localparam KERNEL0_1 = 20'h092D5;
	localparam KERNEL0_2 = 20'h06D43;
	localparam KERNEL0_3 = 20'h01004;
	localparam KERNEL0_4 = 20'hF8F71;
	localparam KERNEL0_5 = 20'hF6E54;
	localparam KERNEL0_6 = 20'hFA6D7;
	localparam KERNEL0_7 = 20'hFC834;
	localparam KERNEL0_8 = 20'hFAC19;
	localparam KERNEL1_0 = 20'hFDB55;
	localparam KERNEL1_1 = 20'h02992;
	localparam KERNEL1_2 = 20'hFC994;
	localparam KERNEL1_3 = 20'h050FD;
	localparam KERNEL1_4 = 20'h02F20;
	localparam KERNEL1_5 = 20'h0202D;
	localparam KERNEL1_6 = 20'h03BD7;
	localparam KERNEL1_7 = 20'hFD369;
	localparam KERNEL1_8 = 20'h05E68;
	localparam KERNEL0_BIAS = 20'h01310;
	localparam KERNEL1_BIAS = 20'hF7295;
	reg [4:0] state_r, state_w;
	reg [3:0] count_calc_r, count_calc_w;
	reg [11:0] count_pixel_r, count_pixel_w;
	reg [11:0] coord;
	reg [19:0] load_data;
	wire case1, case2, case3, case4;
	wire [3:0] cases;
	wire [11:0] coord0, coord1, coord2, coord3, coord4, coord5, coord6, coord7, coord8;
	wire can_conv_change, can_max_change;
	reg is_zero;
	assign can_conv_change = (count_calc_r==4'd8);
	assign can_max_change  = (count_calc_r==4'd3); 
	reg busy_r;
	wire busy_w;
	reg cwr_r, cwr_w;
	reg crd_r, crd_w;
	reg [11:0] iaddr_r, iaddr_w;
	reg [11:0] caddr_rd_r, caddr_rd_w;
	reg [11:0] caddr_wr_r, caddr_wr_w;
	reg [19:0] cdata_wr_r, cdata_wr_w;
	reg [2:0]  csel_r, csel_w;
	assign busy = busy_r;
	assign cwr = cwr_r;
	assign crd = crd_r;
	assign iaddr = iaddr_r;
	assign caddr_rd = caddr_rd_r;
	assign caddr_wr = caddr_wr_r;
	assign cdata_wr = cdata_wr_r;
	assign csel = csel_r;
	reg [39:0] data_r, data_w;
	reg [19:0] coeff_mult;
	reg [39:0] mult_result;
	reg [39:0] coeff_add;
	reg [42:0] conv_result;
	reg [42:0] result_r, result_w;
	reg [19:0] conv_RELU_output;
	reg [42:0] maxpool_result;
	always@ (posedge clk or posedge reset) begin
		if(reset) begin
			busy_r 			<= 0;
			crd_r 			<= 0;
			cwr_r 			<= 0;
			iaddr_r 		<= 0;
			caddr_rd_r 		<= 0;
			caddr_wr_r 		<= 0;
			cdata_wr_r 		<= 0;
			csel_r 			<= 0;
			state_r 		<= 0;
			count_calc_r 	<= 0;
			count_pixel_r   <= 0;
			data_r 			<= 0;
			result_r        <= 0;
		end
		else begin
			busy_r 			<= busy_w;
			crd_r 			<= crd_w;
			cwr_r 			<= cwr_w;
			iaddr_r 		<= iaddr_w;
			caddr_rd_r 		<= caddr_rd_w;
			caddr_wr_r 		<= caddr_wr_w;
			cdata_wr_r 		<= cdata_wr_w;
			csel_r 			<= csel_w;
			state_r 		<= state_w;
			count_calc_r 	<= count_calc_w;
			count_pixel_r   <= count_pixel_w;
			data_r 			<= data_w;
			result_r        <= result_w;
		end
	end
	always@ (*) begin
		case(state_r)
			S_IDLE : state_w = S_WAIT;
			S_WAIT : state_w = S_PREP;
			S_PREP : state_w = S_LOAD; 
			S_LOAD : state_w = S_MULT; 
			S_MULT : state_w = S_ADD; 
			S_ADD  : state_w = S_OUT; 
			S_OUT  : state_w = (can_conv_change && (&count_pixel_r)) ? S_PREP2 : S_PREP; 
			S_PREP2: state_w = S_LOAD2; 
			S_LOAD2: state_w = S_MULT2; 
			S_MULT2: state_w = S_ADD2; 
			S_ADD2 : state_w = S_OUT2; 
			S_OUT2 : state_w = (can_conv_change && (&count_pixel_r)) ? S_PREP3 : S_PREP2; 
			S_PREP3: state_w = S_LOAD3; 
			S_LOAD3: state_w = S_MAX; 
			S_MAX  : state_w = S_OUT3; 
			S_OUT3 : state_w = (can_max_change && (&count_pixel_r[9:0])) ? S_PREP4 : S_PREP3; 
			S_PREP4: state_w = S_LOAD4; 
			S_LOAD4: state_w = S_MAX2; 
			S_MAX2 : state_w = S_OUT4; 
			S_OUT4 : state_w = (can_max_change && (&count_pixel_r[9:0])) ? S_PREP5 : S_PREP4;
			S_PREP5: state_w = S_FLAT; 
			S_FLAT : state_w = S_PREP6;
			S_PREP6: state_w = S_FLAT2;
			S_FLAT2: state_w = (&count_pixel_r[9:0]) ? S_FINISH : S_PREP5;
			S_FINISH: state_w = S_IDLE;
			default: state_w = S_IDLE;
		endcase
	end
	wire [11:0] temp_pixel, temp_pixel2;
	assign temp_pixel = count_pixel_r + 1;
	assign temp_pixel2 = {count_pixel_r[10:0], 1'd0} + 1;
	wire [3:0] temp_calc;
	assign temp_calc = count_calc_r + 1;
	always@ (*) begin
		case(state_r) 
			S_OUT  : count_pixel_w = (can_conv_change) ? temp_pixel : count_pixel_r;
			S_OUT2 : count_pixel_w = (can_conv_change) ? temp_pixel : count_pixel_r; 
			S_OUT3 : count_pixel_w = (can_max_change && (&count_pixel_r[9:0])) ? 0 : (can_max_change) ?  temp_pixel : count_pixel_r;
			S_OUT4 : count_pixel_w = (can_max_change && (&count_pixel_r[9:0])) ? 0 : (can_max_change) ?  temp_pixel : count_pixel_r;
			S_FLAT2: count_pixel_w = temp_pixel;
			default: count_pixel_w = count_pixel_r; 
		endcase
	end
	always@ (*) begin
		case(state_r) 
			S_OUT  : count_calc_w = (can_conv_change) ? 0 : temp_calc;
			S_OUT2 : count_calc_w = (can_conv_change) ? 0 : temp_calc;
			S_OUT3 : count_calc_w = (can_max_change)  ? 0 : temp_calc;
			S_OUT4 : count_calc_w = (can_max_change)  ? 0 : temp_calc;
			default: count_calc_w = count_calc_r; 
		endcase 
	end
	assign busy_w = !(state_w == S_IDLE);
	always@ (*) begin
		case(state_r)
			S_PREP : iaddr_w = coord;
			S_PREP2: iaddr_w = coord;
			default: iaddr_w = iaddr_r;
		endcase
	end
	always@ (*) begin
		case(state_r)
			S_OUT  : begin
				cwr_w = (can_conv_change) ? 1 : 0;
				caddr_wr_w = count_pixel_r;
				cdata_wr_w = conv_RELU_output;
			end
			S_OUT2 : begin
				cwr_w = (can_conv_change) ? 1 : 0;
				caddr_wr_w = count_pixel_r;
				cdata_wr_w = conv_RELU_output;
			end
			S_OUT3 : begin
				cwr_w = (can_max_change) ? 1 : 0;
				caddr_wr_w = count_pixel_r;
				cdata_wr_w = result_r[16 +: 20];
			end
			S_OUT4 : begin
				cwr_w = (can_max_change) ? 1 : 0;
				caddr_wr_w = count_pixel_r;
				cdata_wr_w = result_r[16 +: 20];
			end
			S_FLAT : begin
				cwr_w = 1;
				caddr_wr_w = count_pixel_r << 1;
				cdata_wr_w = cdata_rd;
			end
			S_FLAT2: begin
				cwr_w = 1;
				caddr_wr_w = temp_pixel2;
				cdata_wr_w = cdata_rd;
			end
			default: begin
				cwr_w = 0;
				caddr_wr_w = 0;
				cdata_wr_w = 0;
			end 
		endcase
	end
	always@ (*) begin
		case(state_r)
			S_PREP3: begin
				crd_w = 1;
				caddr_rd_w = coord;
			end
			S_PREP4: begin
				crd_w = 1;
				caddr_rd_w = coord;
			end 
			S_PREP5: begin
				crd_w = 1;
				caddr_rd_w = count_pixel_r;
			end 
			S_PREP6: begin
				crd_w = 1;
				caddr_rd_w = count_pixel_r;
			end
			default: begin
				crd_w = 0;
				caddr_rd_w = 0;
			end 
		endcase
	end
	always@ (*) begin
		case(state_r)
			S_OUT  : csel_w = 3'b001;
			S_OUT2 : csel_w = 3'b010;
			S_OUT3 : csel_w = 3'b011;
			S_OUT4 : csel_w = 3'b100;
			S_FLAT : csel_w = 3'b101;
			S_FLAT2: csel_w = 3'b101;
			S_PREP3: csel_w = 3'b001;
			S_PREP4: csel_w = 3'b010; 
			S_PREP5: csel_w = 3'b011; 
			S_PREP6: csel_w = 3'b100;
			default: csel_w = 3'b000; 
		endcase
	end
	always@ (*) begin
		case(state_r)
			S_LOAD : data_w = {{4{load_data[19]}} ,load_data , 16'd0};
			S_MULT : data_w = mult_result;
			S_LOAD2: data_w = {{4{load_data[19]}} ,load_data , 16'd0};
			S_MULT2: data_w = mult_result;
			S_LOAD3: data_w = {4'd0 ,cdata_rd , 16'd0};
			S_LOAD4: data_w = {4'd0 ,cdata_rd , 16'd0};
			default: data_w = 0;
		endcase
	end
	always@ (*) begin
		case(state_r)
			S_ADD :  result_w = conv_result;
			S_OUT :  result_w = (can_conv_change) ? 0 : result_r;
			S_ADD2:  result_w = conv_result;
			S_OUT2:  result_w = (can_conv_change) ? 0 : result_r;
			S_MAX :  result_w = maxpool_result;
			S_OUT3:  result_w = (can_max_change)  ? 0 : result_r;
			S_MAX2:  result_w = maxpool_result;
			S_OUT4:  result_w = (can_max_change)  ? 0 : result_r;
			default: result_w = result_r;
		endcase
	end
	always@ (*) begin
		case(state_r)
			S_MULT : begin
				case(count_calc_r)
					4'd0: coeff_mult = KERNEL0_0;
					4'd1: coeff_mult = KERNEL0_1; 
					4'd2: coeff_mult = KERNEL0_2;
					4'd3: coeff_mult = KERNEL0_3;
					4'd4: coeff_mult = KERNEL0_4;
					4'd5: coeff_mult = KERNEL0_5;
					4'd6: coeff_mult = KERNEL0_6;
					4'd7: coeff_mult = KERNEL0_7;
					4'd8: coeff_mult = KERNEL0_8;
					default: coeff_mult = 0;
				endcase
			end
			S_MULT2: begin
				case(count_calc_r)
					4'd0: coeff_mult = KERNEL1_0;
					4'd1: coeff_mult = KERNEL1_1; 
					4'd2: coeff_mult = KERNEL1_2;
					4'd3: coeff_mult = KERNEL1_3;
					4'd4: coeff_mult = KERNEL1_4;
					4'd5: coeff_mult = KERNEL1_5;
					4'd6: coeff_mult = KERNEL1_6;
					4'd7: coeff_mult = KERNEL1_7;
					4'd8: coeff_mult = KERNEL1_8;
					default: coeff_mult = 0;
				endcase
			end
			default: coeff_mult = 0;
		endcase
	end
	always@ (*) begin
		case(state_r)
			S_ADD : coeff_add = data_r;
			S_OUT : coeff_add = {4'd0, KERNEL0_BIAS, 16'd0};
			S_ADD2: coeff_add = data_r;
			S_OUT2: coeff_add = {4'b1111, KERNEL1_BIAS, 16'd0};
			default: coeff_add = 0;
		endcase
	end
	assign case1 = &(~count_pixel_r[5 : 0]); 
	assign case2 = &(~count_pixel_r[11 : 6]);
	assign case3 = &(count_pixel_r[5 : 0]);
	assign case4 = &(count_pixel_r[11 : 6]);
	assign cases = {case1, case2, case3, case4};
	reg [11:0] coord_temp;
	always@ (*) begin
		if(state_r==S_PREP || state_r==S_PREP2) begin
			coord_temp = count_pixel_r;
		end
		else begin
			if (&(~count_pixel_r[4:0]))
				coord_temp = count_pixel_r << 2;
			else
				coord_temp = {count_pixel_r[9:5], 7'd0} + {6'd0, {count_pixel_r[4:0]} , 1'd0};
		end
	end
	assign coord0 = coord_temp - 11'd65;	
	assign coord1 = coord_temp - 11'd64;
	assign coord2 = coord_temp - 11'd63;
	assign coord3 = coord_temp - 11'd1;
	assign coord4 = coord_temp;	
	assign coord5 = coord_temp + 11'd1;	
	assign coord6 = coord_temp + 11'd63;
	assign coord7 = coord_temp + 11'd64;
	assign coord8 = coord_temp + 11'd65;
	always@ (*) begin
		if(is_zero && (state_r==S_PREP || state_r==S_PREP2)) begin
			coord = 0;
		end
		else begin
			case(count_calc_r)
				4'd0:    coord = (state_r==S_PREP3 || state_r==S_PREP4) ? coord4 : coord0;
				4'd1:    coord = (state_r==S_PREP3 || state_r==S_PREP4) ? coord5 : coord1;
				4'd2:    coord = (state_r==S_PREP3 || state_r==S_PREP4) ? coord7 : coord2;
				4'd3:    coord = (state_r==S_PREP3 || state_r==S_PREP4) ? coord8 : coord3;
				4'd4:    coord = coord4;
				4'd5:    coord = coord5;
				4'd6:    coord = coord6;
				4'd7:    coord = coord7;
				4'd8:    coord = coord8;
				default: coord = 0;
			endcase
		end
	end
	always@ (*) begin
		case(cases)
			4'b1000: load_data = (is_zero) ? 0 : idata;
			4'b0100: load_data = (is_zero) ? 0 : idata;
			4'b0010: load_data = (is_zero) ? 0 : idata;
			4'b0001: load_data = (is_zero) ? 0 : idata;
			4'b1100: load_data = (is_zero) ? 0 : idata;
			4'b0110: load_data = (is_zero) ? 0 : idata;
			4'b0011: load_data = (is_zero) ? 0 : idata;
			4'b1001: load_data = (is_zero) ? 0 : idata;
			4'b0000: load_data = idata;
			default: load_data = idata;
		endcase
	end	
	always@ (*) begin
		case(cases)
			4'b1000: begin
				case(count_calc_r)
					4'd0:    is_zero = 1;
					4'd1:    is_zero = 0;
					4'd2:    is_zero = 0;
					4'd3:    is_zero = 1;
					4'd4:    is_zero = 0;
					4'd5:    is_zero = 0;
					4'd6:    is_zero = 1;
					4'd7:    is_zero = 0;
					4'd8:    is_zero = 0;
					default: is_zero = 0;
				endcase
			end
			4'b0100: begin
				case(count_calc_r)
					4'd0:    is_zero = 1;
					4'd1:    is_zero = 1;
					4'd2:    is_zero = 1;
					4'd3:    is_zero = 0;
					4'd4:    is_zero = 0;
					4'd5:    is_zero = 0;
					4'd6:    is_zero = 0;
					4'd7:    is_zero = 0;
					4'd8:    is_zero = 0;
					default: is_zero = 0;
				endcase
			end
			4'b0010: begin
				case(count_calc_r)
					4'd0:    is_zero = 0;
					4'd1:    is_zero = 0;
					4'd2:    is_zero = 1;
					4'd3:    is_zero = 0;
					4'd4:    is_zero = 0;
					4'd5:    is_zero = 1;
					4'd6:    is_zero = 0;
					4'd7:    is_zero = 0;
					4'd8:    is_zero = 1;
					default: is_zero = 0;
				endcase
			end
			4'b0001: begin
				case(count_calc_r)
					4'd0:    is_zero = 0;
					4'd1:    is_zero = 0;
					4'd2:    is_zero = 0;
					4'd3:    is_zero = 0;
					4'd4:    is_zero = 0;
					4'd5:    is_zero = 0;
					4'd6:    is_zero = 1;
					4'd7:    is_zero = 1;
					4'd8:    is_zero = 1;
					default: is_zero = 0;
				endcase
			end
			4'b1100: begin
				case(count_calc_r)
					4'd0:    is_zero = 1;
					4'd1:    is_zero = 1;
					4'd2:    is_zero = 1;
					4'd3:    is_zero = 1;
					4'd4:    is_zero = 0;
					4'd5:    is_zero = 0;
					4'd6:    is_zero = 1;
					4'd7:    is_zero = 0;
					4'd8:    is_zero = 0;
					default: is_zero = 0;
				endcase
			end
			4'b0110: begin
				case(count_calc_r)
					4'd0:    is_zero = 1;
					4'd1:    is_zero = 1;
					4'd2:    is_zero = 1;
					4'd3:    is_zero = 0;
					4'd4:    is_zero = 0;
					4'd5:    is_zero = 1;
					4'd6:    is_zero = 0;
					4'd7:    is_zero = 0;
					4'd8:    is_zero = 1;
					default: is_zero = 0;
				endcase
			end
			4'b0011: begin
				case(count_calc_r)
					4'd0:    is_zero = 0;
					4'd1:    is_zero = 0;
					4'd2:    is_zero = 1;
					4'd3:    is_zero = 0;
					4'd4:    is_zero = 0;
					4'd5:    is_zero = 1;
					4'd6:    is_zero = 1;
					4'd7:    is_zero = 1;
					4'd8:    is_zero = 1;
					default: is_zero = 0;
				endcase
			end
			4'b1001: begin
				case(count_calc_r)
					4'd0:    is_zero = 1;
					4'd1:    is_zero = 0;
					4'd2:    is_zero = 0;
					4'd3:    is_zero = 1;
					4'd4:    is_zero = 0;
					4'd5:    is_zero = 0;
					4'd6:    is_zero = 1;
					4'd7:    is_zero = 1;
					4'd8:    is_zero = 1;
					default: is_zero = 0;
				endcase
			end
			default: is_zero = 0;
		endcase
	end
	always@ (*) begin
		mult_result = $signed(coeff_mult) * $signed(data_r[16 +: 20]);
		conv_result = $signed({{3{coeff_add[39]}} ,coeff_add}) + $signed(result_r);
		conv_RELU_output = (conv_result[42]) ? 20'd0 : (conv_result[15]) ? (conv_result[16+:20] + 1) : conv_result[16 +: 20];
	end
	always@ (*) begin
		maxpool_result = (data_r[16 +: 20] > result_r[16 +: 20]) ? data_r : result_r;
	end
endmodule
### flow/config.mk
export PLATFORM = sky130hd
export DESIGN_NAME = CONV
export DESIGN_NICKNAME = CONV
export VERILOG_FILES = /design/flow/design.v
export SDC_FILE = /design/flow/constraint.sdc
export NUM_CORES = 4
export LEC_CHECK = 1
export CORE_UTILIZATION = 50
### flow/constraint.sdc
current_design CONV

set clk_period 24.5
set clk_io_pct 0.2

create_clock -name clk0 -period $clk_period [get_ports {clk}]

set non_clock_inputs [all_inputs -no_clocks]
set_input_delay [expr $clk_period * $clk_io_pct] -clock clk0 $non_clock_inputs
set_output_delay [expr $clk_period * $clk_io_pct] -clock clk0 [all_outputs]
==> run summary <==
Main metrics from the flow reports.

The flow ran to the end, and the final reports show no timing, DRC or antenna violations. The final critical path takes up between 40% and 50% of the cycle. The cell count after synthesis came out at ~3200. The transition time at the pin with the least slew margin came out at 0.903 ns. The remaining global-route overflow is 0.

Looking at the post-CTS report, the setup buffer insertion count equals 0. The sequential area share after synthesis is 15.3%. For the worst setup path, the data required time is 24.86 ns. Per the post-run analysis, buffers plus inverters along the critical path come to 7.

The average size of a mapped cell is 8.49 um2. For this run the top cell type by instance count after synthesis was inv_1. The fraction of power consumed by the clock network is 49.7%. The number of cells on the worst hold path is 2. The number of distinct library cells after synthesis came out at 89. The vertical die dimension came out at 235 um. The reported leakage power is 0.0148 uW. The total number of vias is around 23000. The kind of cell with the highest combined delay along the critical path is adder cells. Hold is met by 0.479 ns.

The critical setup path kind is reg2reg. The chip occupies 55400 um2. STA classifies the critical path startpoint as a register.

The number of warnings reported in the yosys synthesis log is 1. The script parses the final routing iteration and logs DRC violations as 0. The reg2reg setup slack is about 14 ns. The CTS tree is built. At the floorplan stage, the core utilization is reported as around 51%. The number of warnings in the stage logs came out at 41. Per STA, the library cell used most along the worst path is fa_1. The half-perimeter wire length after placement came out at 61000 um. The cell depth of the worst flop-to-flop path is 32. The share of Yosys cell area claimed by the top area cell type is 28.1%.

The placer's final routability congestion estimate is 0.957. The clock H-tree reported by CTS has 4 levels. The master of the slowest instance on the critical path is or4_1.

The synthesized netlist was found by Yosys to have approximately 3200 cells. The worst setup path is captured at a register. The largest net degree at the start of global routing is a little under 80.

The total of buffers placed on input and output ports is 103. Total power for the finished layout comes to 574 uW. The row count is 85. The headroom to the max-slew limit is 39.3%.

The CTS clock-pin slew for the worst setup and hold paths is 0.08 ns. The number of antenna violations at the first check in global routing was 0. The net switching power figure is 154 uW. The detail-routed net length per standard cell is around 20 um. The achievable clock frequency is 0.0972 GHz. The peak per-stage delay on the critical path came out at 0.66 ns.

The number of detailed-route iterations in the first pass is 5. Sorting the Yosys area breakdown by cell type puts at the top fa_1. Counting along the longest clock path gives a buffer depth of 2.

The first global-routing pass estimated ~130000 um of wire. The die width is 235 um. The number of synthesized register bits is 166. The number of sinks handled by clock tree synthesis came out at 166. The critical path data arrival time is 10.65 ns. Setup repair after global routing left no endpoint under its margin. The highest ir drop seen on vdd came out at 55.2 uV.

The skew report gives the latency at the later pin of the worst-skew pair as 0.50 ns. The cell at the root of the clock tree is clkbuf_16. The critical-path maximum fanout is 20. The number of buffers inserted during clock tree synthesis came out at 17. The number of DRC markers after the initial detailed-route iteration is 1434. The via count of the first global-routing pass came out at 23071. The script computed the net switching share of total power as 26.9%. The endpoint of the worst-slack reg-to-reg timing path is data_r[38].

The share of layout cells above drive strength 1 came out at around 4.5%. For reference, the top cells by area after synthesis are fa_1 28%, dfrtp_1 15%, ha_1 8.6%. The tally of nets with antenna violations remaining after routing came out at 0. The number of setup violations in the final report came out at 0. Gates resized during post-CTS repair numbered 0. In this run the maximum-capacitance check reported violations numbering 0. The area growth from synthesis to final layout is 8.92%. During I/O placement, the number of pins put on the boundary was 105. The setup TNS came out at 0 ns.

The post-layout instance count excluding filler cells is a little under 4000. The minimum clock period after layout came out at 10.29 ns. The share of async-settable or async-resettable flops after synthesis is roughly 100%. Overall routing resource usage recorded by global route was 31.7%. The stat command in Yosys gives a chip area of about 27000 um2.

For reference, the top cells by count after synthesis are 533 x inv_1, 382 x fa_1, 308 x nand2_1. The final layout contains routed wiring with a total length of 79600 um. According to the floorplan report, the placeable core area is 53800 um2. The mean number of vias per cell came out at between 5 and 6.

The endpoint of the worst hold path is reported as iaddr_r[4]. The relative contribution of combinational cells to total power is 2.7%. The most used flip-flop cell is dfrtp_1.

The cell-internal power is 420 uW. The hold path startpoint is iaddr_r[4]. Buffers inserted to repair hold after CTS numbered 0. The final timing report lists a hold violation count of 0. The number of enable flip-flop cells is 0. The worst clock skew is 0.0145 ns.

The number of pins exceeding their max-slew limit in the final report came out at 0. The utilization after layout came out at 55.1%. The power per standard cell area is 19.4 nW/um2. The post-synthesis instance area came out at 27200 um2. The most critical min-delay path falls under reg2reg. The worst register-to-register path begins at state_r[4]. The number of placed instances, taps included came out at 3895. In this run, flip-flops and latches consume ~48% of the power.
final cells by class:
class,instances,area (um2)
flip-flops and latches,166,4150
repair buffers,172,1550
inverters,535,2010
clock buffers,17,425
fillers,4850,24200
multi-input cells,2326,20400
well taps,696,871
diodes,1,2.50
clock inverters,15,191
worst register-to-register path, delay by kind of cell, from the launching register on:
family	cells	cell delay (ns)
and+or+nand+nor	6	1.86
adders and majority gates	8	4.06
DFF	1	0.57
xor gates and xnor gates	1	0.18
AOI/OAI and AO/OA	10	2.59
buffers and inverters	7	0.88
cells by family after synthesis:
kind of cell / share of synthesized area [%]
AND-OR/OR-AND: 16.8
flip-flops: 15.3
multiplexers: 0.855
adder cells (fa/ha/maj): 36.7
AND/OR/NAND/NOR: 16.8
buffers and inverters: 9.83
XOR/XNOR: 3.70
how the worst max path moves through the flow:
stage         startpoint          to  depth (start not counted)
CTS           state_r[4]  data_r[38]                         32
global route  state_r[4]  data_r[38]                         32
finish        state_r[4]  data_r[38]                         32
power by group through the flow:
stage	clock (uW)	combinational, uW	sequential [uW]
finish	285	15.3	274
CTS	293	15.8	274
global route	301	16.7	274
metal layers:
| layer | vias to the layer above | track usage, % | share of wire (%) |
|---|---|---|---|
| li1 | 10532 | - | - |
| met1 | 11260 | 46.6 | 43 |
| met2 | 853 | 49.4 | 47 |
| met3 | 128 | 8.30 | 7.7 |
| met4 | 0 | 7.65 | 3.0 |
| met5 | - | 0 | 0 |
layout by cell type, fill, tap and decap left out, drive strengths merged, types with 7 or more instances in the layout:
master / synthesis / final
clkinv: 2 / 7
a221o: 8 / 8
a211oi: 18 / 18
clkdlybuf4s50: 0 / 103
nand2b: 22 / 22
o31ai: 19 / 19
nor2: 168 / 168
buf: 17 / 69
o21a: 12 / 12
a21oi: 164 / 164
nor2b: 29 / 29
o21bai: 13 / 13
fa: 382 / 382
clkbuf: 160 / 17
and2: 192 / 192
nand2: 308 / 308
a22o: 17 / 17
and3: 25 / 25
nor3: 45 / 45
mux2i: 18 / 18
o211ai: 13 / 13
a221oi: 11 / 11
a22oi: 57 / 57
ha: 188 / 188
nor4: 9 / 9
o21ai: 160 / 160
or3: 11 / 11
inv: 533 / 543
nand3: 63 / 63
a31oi: 29 / 29
xnor2: 74 / 74
dfrtp: 166 / 166
o22ai: 21 / 21
o221ai: 21 / 21
a21o: 67 / 67
or2: 7 / 7
xor2: 41 / 41
nand4: 15 / 15
registers in the layout, indices dropped and copies added, names as in the netlist, 4 cells and up:
| signal | flops |
|---|---|
| result_r | 43 |
| data_r | 40 |
| cdata_wr_r | 20 |
| caddr_rd_r | 12 |
| caddr_wr_r | 12 |
| count_pixel_r | 12 |
| iaddr_r | 12 |
| state_r | 5 |
| count_calc_r | 4 |
through the flow:
stage                     instance area (um2)  setup slack, ns
after detailed placement                29000            14.28
final                                   29600            14.21
after global placement                  29000            14.36
after CTS                               29600            14.24
after floorplan                         27200            15.11
after global routing                    29600            13.61
No activity file was given, so power comes from the tool's default toggle rates.
